==> ./run.sh <==
#!/bin/bash
# OpenROAD 26Q1-2900-gdf79404cd8, Yosys 0.63+post, stock flow scripts
make -C /OpenROAD-flow-scripts/flow DESIGN_CONFIG=/design/flow/config.mk WORK_HOME=/design/flow/orfs finish
==> ./config.mk <==
export PLATFORM = sky130hd
export DESIGN_NAME = data_memory
export DESIGN_NICKNAME = data_memory
export VERILOG_FILES = /design/flow/design.v
export SDC_FILE = /design/flow/constraint.sdc
export NUM_CORES = 4
export LEC_CHECK = 1
export CORE_UTILIZATION = 50
==> ./constraint.sdc <==
current_design data_memory

set clk_period 3.7
set clk_io_pct 0.2

create_clock -name clk0 -period $clk_period [get_ports {clk}]

set non_clock_inputs [all_inputs -no_clocks]
set_input_delay [expr $clk_period * $clk_io_pct] -clock clk0 $non_clock_inputs
set_output_delay [expr $clk_period * $clk_io_pct] -clock clk0 [all_outputs]
==> ./design.v <==
`timescale 1ns / 1ps
module data_memory(
    input clk,
    input [31:0] data_address,
    input [31:0] write_data,
    input [3:0] write_enable,
    output [31:0] read_data
);
    reg [7:0] m[0:31];
    initial begin
        m[3] = 8'b10010110;
        m[2] = 8'b11001001;
        m[1] = 8'b10100111;
        m[0] = 8'b10110001;
    end
    reg [31:0] read_data_reg;
always @(*) begin
    read_data_reg = {m[data_address[5:2]], m[data_address[5:2]+1], m[data_address[5:2]+2], m[data_address[5:2]+3]};
end
assign read_data = read_data_reg;
    always @(posedge clk) begin
        if (write_enable != 0) begin
            if (write_enable[0]) m[data_address[1:0]] <= write_data[7:0];
            if (write_enable[1]) m[data_address[1:0]+1] <= write_data[15:8];
            if (write_enable[2]) m[data_address[1:0]+2] <= write_data[23:16];
            if (write_enable[3]) m[data_address[1:0]+3] <= write_data[31:24];
        end
    end
endmodule
==> results.sh <==
# yosys + openroad results
export IMPL_timing_final_crit_share=0.9552
export IMPL_fin_area_um2=5931
export IMPL_vdd_ir_drop_worst_mv=0.2045
export IMPL_fin_util=0.6388
export IMPL_ctsRootBufferMaster="clkbuf_8"
export IMPL_p_total_mw=2.108
export IMPL_die_x_um=100.1
export IMPL_post_dp_hpwl_um=8426
export IMPL_drc=0
export IMPL_die_h_um=100.1
export IMPL_grt_max_degree=41
export IMPL_first_pass_iters=4
export IMPL_fp_util=0.5179
export IMPL_critical_path_required_ps=2960
export IMPL_chip_area_um2=10010
export IMPL_num_vias=3451
export IMPL_post_route_min_period_ps=3534
export IMPL_rows=35
export IMPL_syn_inst=387
export IMPL_hold_slack_ps=1050
export IMPL_drive_gt1_frac=0.3084
export IMPL_edf_count=64
export IMPL_hold_viol=0
export IMPL_syn_area_um2=4808
export IMPL_finalWirelength_um=11870
export IMPL_ant_nets=0
export IMPL_slew_violations=0
export IMPL_fill_cells=730
export IMPL_end_kind="primary output"
export IMPL_rsz0062_at_grt="no"
export IMPL_yosys_cells=387
export IMPL_status="finished clean"
export IMPL_arrival_ps=2790
export IMPL_relSlewSlack=0.4107
export IMPL_crit_start="data_address[3]"
export IMPL_maxCapViolCount=0
export IMPL_dp_cells=580
export IMPL_grtUsageTotal=0.2644
export IMPL_htreeDepth=3
export IMPL_ys_chip_area_um2=4808
export IMPL_worstPathMaxFanout=8
export IMPL_syn_area_per_cell_um2=12.42
export IMPL_largest_reg_flops=64
export IMPL_clk_pin_slew_ps=70
export IMPL_crit_family="buffers and inverters"
export IMPL_core_region_area_um2=9284
export IMPL_hold_depth=1
export IMPL_use_met3=0.1076
export IMPL_clockBufferDepth=2
export IMPL_hold_path_end="m[0][6]"
export IMPL_grt_pass1_wl_um=18050
export IMPL_io_pins=101
export IMPL_max_stage_delay_ps=510
export IMPL_ctsHoldBuffers=0
export IMPL_ys_types=31
export IMPL_top_usage_layer="met1"
export IMPL_setup_viol=0
export IMPL_preCtsSetupSlack_ps=140.0
export IMPL_tightest_slew_ps=874.7
export IMPL_setup_ws_ps=165.8
export IMPL_area_growth_pct=23.34
export IMPL_postSynthSeqShare=0.3997
export IMPL_tool_warnings=54
export IMPL_crit_path_start_kind="input pin"
export IMPL_grt_use_met1=0.4123
export IMPL_critical_path_buf_inv_count=4
export IMPL_powerDensity_nw_per_um2=355.4
export IMPL_grt_remaining_overflow=0
export IMPL_asyncSetResetFlopFracSynth=0
export IMPL_hold_path_class="input pin to flip-flop"
export IMPL_path_cells="clkdlybuf4s50_1 -> inv_2 -> ha_1 -> xnor2_4 -> buf_12 -> mux4_2 -> clkdlybuf4s50_1"
export IMPL_cts_tree="built"
export IMPL_grtUsageMet2=0.3947
export IMPL_ff_type="edfxtp_1"
export IMPL_cp_common_cell="clkdlybuf4s50_1"
export IMPL_antenna_cells=0
export IMPL_drt_iter0_drc=152
export IMPL_ys_flops=64
export IMPL_placedInstanceArea_um2=5751
export IMPL_p_leak_nw=2.232
export IMPL_gp_congestion=0.8346
export IMPL_stdcell_count=596
export IMPL_post_cts_setup_buffers=0
export IMPL_min_from="write_data[6]"
export IMPL_critPathKind="input pin to primary output"
export IMPL_yosys_warnings=1
export IMPL_cts_buffers=9
export IMPL_fmax_ghz=0.2829
export IMPL_portBuffers=73
export IMPL_first_global_vias=3323
export IMPL_cpMaxStageDelayCell="clkdlybuf4s50_1"
export IMPL_antenna_found_initial=0
export IMPL_viasPerCell=5.790
export IMPL_tns_ps=0
export IMPL_numClockSinks=64
export IMPL_ctsResizeCount=0
export IMPL_wl_per_cell_um=19.92
## worst max-delay path by stage
stage | to | cells after the start
CTS | read_data[5] | 7
global route | read_data[7] | 7
finish | read_data[5] | 7
## cells in the mapped netlist (2+ instances only)
cell type / number / share of area
edfxtp_1: 64 / 0.40
mux2_2: 56 / 0.13
nor3b_1: 3 / 0.0047
nand3_1: 2 / 0.0021
clkbuf_1: 29 / 0.023
nor2_1: 33 / 0.026
a21oi_1: 32 / 0.033
ha_1: 2 / 0.0052
mux4_2: 32 / 0.15
o221a_2: 7 / 0.016
nand3b_1: 7 / 0.011
inv_1: 10 / 0.0078
buf_2: 10 / 0.010
mux2_1: 17 / 0.040
mux2i_1: 27 / 0.056
nand4b_1: 7 / 0.013
o21ai_0: 9 / 0.0094
nand2_1: 15 / 0.012
o31ai_1: 7 / 0.011
buf_6: 7 / 0.016
## cells by family (layout without fill, tap and decap cells)
kind of cell,Yosys count,count (layout),synth area share
flops,64,64,0.3997
mux,132,132,0.3770
compound gates,58,58,0.07416
fa+ha+maj,2,2,0.005203
buf+inv,58,131,0.05881
xor+xnor,2,2,0.01145
simple gates,70,70,0.07286
other cells,1,8,0.0007799
## placed cells by master (no fill, tap or decap), types with 2 or more instances in the layout
cell type / Yosys / routed
mux2i_1: 27 / 27
clkbuf_8: 0 / 9
clkbuf_1: 29 / 3
mux4_2: 32 / 32
nand3b_1: 7 / 7
clkdlybuf4s50_1: 0 / 72
buf_4: 0 / 28
o31ai_1: 7 / 7
mux2_2: 56 / 56
mux2_1: 17 / 17
buf_12: 0 / 3
a21oi_1: 32 / 32
nand2_1: 15 / 15
nand4b_1: 7 / 7
ha_1: 2 / 2
clkinv_2: 0 / 3
edfxtp_1: 64 / 64
o221a_2: 7 / 7
nor3b_1: 3 / 3
nor2_1: 33 / 33
o21ai_0: 9 / 9
inv_1: 10 / 10
nand3_1: 2 / 2
conb_1: 1 / 8
## layer usage
layer  vias to the layer above  wire length [µm]
met5                         -                 0
met4                         0               115
met3                         9              1216
met2                       148              5479
met1                      1665              5058
li1                       1629                 -
## final cells by class
cell class                      count  area, µm²  share of cell area
Clock buffer                       12      135.1             0.02278
Clock inverter                      4      45.04            0.007595
Inverter                           11      41.29            0.006962
Multi-Input combinational cell    272       2630              0.4435
Sequential cell                    64       1922              0.3240
Tap cell                          129      161.4             0.02722
Timing Repair Buffer              104      996.0              0.1679
## where the power goes
part           total, mW  leakage [nW]  switching (mW)  internal [mW]
Combinational      0.627          1.53           0.233          0.394
Clock              0.570        0.0941           0.262          0.308
Sequential         0.910         0.606          0.0297          0.881
Total               2.11          2.23           0.524           1.58
Power figures rest on the tool's default switching activity, not on a simulated workload.
