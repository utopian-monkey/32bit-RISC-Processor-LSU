### design.v
`timescale 1ns / 1ps
module register_array(
    input clk,
    input [4:0] rs1,
    input [4:0] rs2,
    input [4:0] rd,
    input [31:0] register_data,
    input wer,
    output [31:0] rs1_value,
    output [31:0] rs2_value,
);
    reg [31:0] ra[0:31];
    integer i;
    initial begin
		ra[31] = 0;
        for(i=0; i<31; i = i+1)
            ra[i]=i;
    end
    assign rs1_value = ra[rs1];
    assign rs2_value = ra[rs2];
    always @(posedge clk) 
    begin
        if(wer && rd!=0)
            r[rd] = register_data;
    end
endmodule
### run.sh
#!/bin/bash
# OpenROAD 26Q1-2900-gdf79404cd8, Yosys 0.63+post, stock flow scripts
make -C /OpenROAD-flow-scripts/flow DESIGN_CONFIG=/design/flow/config.mk WORK_HOME=/design/flow/orfs finish
### config.mk
export PLATFORM = sky130hd
export DESIGN_NAME = register_array
export DESIGN_NICKNAME = register_array
export VERILOG_FILES = /design/flow/design.v
export SDC_FILE = /design/flow/constraint.sdc
export NUM_CORES = 4
export LEC_CHECK = 1
export CORE_AREA = 10 10 70 70
export DIE_AREA = 0 0 80 80
### constraint.sdc
current_design register_array

set clk_period 1.0
set clk_io_pct 0.2

create_clock -name clk0 -period $clk_period

set non_clock_inputs [all_inputs -no_clocks]
set_input_delay [expr $clk_period * $clk_io_pct] -clock clk0 $non_clock_inputs
set_output_delay [expr $clk_period * $clk_io_pct] -clock clk0 [all_outputs]
==> results_slide.txt <==
Physical Implementation Snapshot

Pwr
  – Switching share of total power: 44.0%
  – Areal power density over the cells: 222 mW/mm^2
  – Internal power summed over all cells: ~0.07 mW
  – Max IR drop VDD: 0.0000392 V
  – Part of the total power dissipated in sequential elements: 0%
  – Static leakage power: 0.331 nW
  – Fraction of power consumed by the clock network: 0%
  – Switching component of the power: 0.0550 mW
  – Combinational power share: 100.0%

GRT
  – GRT Residual Overflow: 0
  – Maximum number of pins on one net before global-route repair: 5
  – Vias in the first global route: around 410
  – Initial antenna violation count: 0
  – Global Route Usage Sum: 3.53%
  – Wire length of the first global-routing pass: around 1900 um

Route
  – Number of antenna-violating nets in the routed design: 0
  – Count of inserted antenna diode cells: 0
  – Wirelength, routed: 1400 um
  – Vias per Instance: about 2.6
  – Drt pass-1 iters: 1
  – Residual DRC count: 0
  – Vias post-DR: 353
  – WL/cell: 10.1 um
  – DRT iter0 DRCs: 0

Worst hold path
  – Worst min path class: input pin to output port

CTS
  – Number of buffers added to fix hold violations after cts: 0

Timing
  – Fin Hold WS: around 0.64 ns
  – Unrepaired setup endpoints after global routing: no
  – Final worst path period share: 94.4%
  – Final Hold Violation Tally: 0
  – Final-report setup violation count: 0
  – Max Clk Rate: about 1100 MHz
  – Time the final worst path needs with I/O delays and setup: 0.944 ns
  – Max-slew violations: 0

Critical path
  – Data arrival, critical path: 0.74 ns
  – CP Capture Type: output port
  – Required time worst endpoint: 0.80 ns
  – Max FO, Critical Path: 3
  – Setup Crit Path Kind: input pin to output port
  – Element type at the critical path start: input pin

Logic synthesis
  – Fraction of post-synthesis cell area in the top cell type by area: 75.5%
  – Largest cells by area after synthesis: buf_4 (76%), a21boi_1 (8.4%), a21boi_2 (4.2%), and3_4 (4.2%), a41oi_1 (3.3%)
  – Netlist Area Pre-Place: 537 um^2
  – Synth Seq Share: 0%
  – Area reported by Yosys stat: 537 um^2
  – Fraction of the mapped netlist area in adder cells: 0%
  – Cell accounting for the most synthesized area: buf_4
  – Fraction of synthesized area in multiplexers: 0%
  – Largest family of logic cells by area: buffers and inverters
  – Share of the synthesized netlist area taken by xor and xnor gates: 0%
  – Synthesis warning total: 3
  – Area fraction in compound gates after synthesis: about 16%
  – Basic-gate share of the synthesized area counting and, or, nand and nor cells: approximately 6.5%
  – Synth cell count leaders: buf_4 (54), a21boi_1 (6)
  – Syn_area_per_cell: 7.56 um^2
  – Synthesized instance count: a little over 70
  – Cell total in the yosys stat output: around 70
  – Cell with the most instances after synthesis: buf_4
  – Post-synthesis cell type count: 8

Finish
  – Flop Count: 0
  – Fraction of layout instances using a drive strength above 1: 38.0%
  – Final Cell Area: 563 um^2
  – Synthesis-to-finish area growth: 4.90%
  – Fill cell count: 398
  – Clock buffer cells: 0
  – Combined flip-flop and latch cell area: 0 um^2
  – Logic area: 363 um^2

Die
  – Number of rows in the core area: 21
  – Area inside the core boundary: 0.00342 mm^2
  – Die Size: 0.00640 mm^2
  – Pre-placement core utilization: 15.7%
  – Die span in y: 80 um
  – I/O pin count: approximately 110
  – Floorplan die width: 80 um

Placement
  – Post-detail-place hpwl: 1310 um
  – Global placer's final weighted congestion: 0.756
  – Count of input and output buffers: 20
  – Cell area reported after detailed placement: 603 um^2

Outcome
  – Run status: completed

Job
  – Number of warnings the tools reported: 71
  – Max-cap violations: 0
[worst paths after layout]
kind	slack [ns]	depth (start not counted)	startpoint	endpoint
worst max-delay path	0.06	4	rs1[0]	rs1_value[1]
worst min-delay path	0.64	3	rs1[1]	rs1_value[4]
[timing repair]
action,4_1_cts,5_1_grt
pin swaps,9,3
endpoints found under the hold margin,0,0
setup buffers,1,0
gates cloned,0,0
resized,81,4
endpoints found under the setup margin,10,5
[layout by cell type (no fill, tap or decap)]
| cell | count |
|---|---|
| a21boi_2 | 8 |
| conb_1 | 54 |
| a41oi_2 | 1 |
| and3_4 | 4 |
| inv_1 | 2 |
| buf_2 | 18 |
| buf_6 | 4 |
| a41oi_1 | 1 |
[through the flow]
stage          worst slack [ns]  util [%]  TNS [ns]  power [mW]  cells
6_report                 0.0559      16.5         0       0.125    138
5_1_grt                  0.0247      16.5         0       0.150    138
4_1_cts                 0.00256      17.1         0       0.139    139
3_5_place_dp             -0.776      17.7     -6.77       0.154    138
3_3_place_gp             -0.822      17.7     -6.90       0.157    138
2_1_floorplan             0.341         -         0       0.174    124
[critical path: stages]
cell	delay (ns)
buf_2	0.11
and3_4	0.18
a21boi_2	0.14
buf_2	0.11
[metal layers]
layer  track usage, %  wire (um)
met5                0          0
met4                0          0
met3             1.02        162
met2             5.94        591
met1             4.61        642
[logic make-up (layout without fill, tap and decap cells)]
logic type	count (synthesis)	in the layout
buf+inv	56	24
simple gates	4	4
other cells	1	54
compound gates	10	10
[area by class of cell]
class                           instances  share of cell area, %
Multi-Input combinational cell         68                   64.4
Tap cell                               46                   10.2
Inverter                                2                   1.33
Timing Repair Buffer                   22                   24.0
[power by group through the flow]
| stage | Combinational (mW) | Sequential (mW) | Clock (mW) |
|---|---|---|---|
| after CTS | 0.139 | 0 | 0 |
| after global routing | 0.150 | 0 | 0 |
| final | 0.125 | 0 | 0 |
Power and IR drop assume default switching activity.
